==> flow/design.v <==
module SCCB(
input   wire    sclk, 
input   wire    rst_n,
input   wire    write_en,
input   wire    [7:0]   sccb_addr,
input   wire    [7:0]   sccb_data,
output  reg     data_finish,
output  reg     init_en,
output  reg     sio_c, 
output	reg		sio_e,
inout   wire     sio_d
);
parameter   INIT    = 'b000_0001,
            IDLE    = 'b000_0010,
            START   = 'b000_0100,
            DEVICE  = 'b000_1000,
            ADDR    = 'b001_0000,
            DATA    = 'b010_0000,
            STOP    = 'b100_0000;
reg [7:0] ID_OV7670 = 8'b1010_1010;
reg [4:0]   state, next_state;
reg init_flag, start_flag, device_flag, addr_flag, data_flag, stop_flag;
reg write_flag;
reg [18:0] init_cnt;
always @(posedge sclk or negedge rst_n)
    if(!rst_n)
        init_cnt <= 19'd0;
    else if(init_flag == 1'b0)
        init_cnt <= init_cnt + 1'b1;
    else
        init_cnt <= init_cnt;
always @(posedge sclk or negedge rst_n)
    if(!rst_n)
        init_en <= 1'b0;
    else if(init_cnt == 'd20_0000)
        init_en <= 1'b1;
    else
        init_en <= init_en;
reg SCCB_EN;
always @(posedge sclk or negedge rst_n)
    if(!rst_n)
        SCCB_EN <= 1'b0;
    else if(write_en == 1'b1)
        SCCB_EN <= 1'b1;
    else
        SCCB_EN <= 1'b0;
reg [7:0]   clk_cnt; 
always @(posedge sclk or negedge rst_n)
    if(!rst_n)
        clk_cnt <= 8'd0;
    else if(clk_cnt == 8'd99)
        clk_cnt <= 8'd0;
    else if(SCCB_EN == 1'b1)
        clk_cnt <= clk_cnt + 1'b1;
    else
        clk_cnt <= 8'd0;
always @(posedge sclk or negedge rst_n)
    if(!rst_n)
        sio_c <= 1'b1;
    else if(stop_flag == 1'b1 && clk_cnt == 'd99)
        sio_c <= 1'b1;
    else if(clk_cnt == 8'd99)
        sio_c <= ~sio_c;
always @(posedge sclk or negedge rst_n)
    if(!rst_n)
        sio_e <= 1'b1;
    else if(SCCB_EN == 1'b1)
        sio_e <= 1'b0;
    else
        sio_e <= 1'b1;
reg end_start;
always @(posedge sclk or negedge rst_n)
    if(!rst_n)
        end_start <= 1'b0;
    else if(start_flag == 1'b0)
        end_start <= 1'b0;
    else if(start_flag == 1'b1 && clk_cnt == 8'd99)
        end_start <= 1'b1;
    else
        end_start <= end_start;
reg end_device;
always @(posedge sclk or negedge rst_n)
    if(!rst_n)
        end_device <= 1'b0;
    else if(bit_cnt == 'd9 && byte_cnt == 'd1)
        end_device <= 1'b1;
    else    
        end_device <= 1'b0;
reg end_addr;
always @(posedge sclk or negedge rst_n)
    if(!rst_n)
        end_addr <= 1'b0;
    else if(bit_cnt == 'd9 && byte_cnt == 'd2)
        end_addr <= 1'b1;
    else    
        end_addr <= 1'b0;
reg end_data;
always @(posedge sclk or negedge rst_n)
    if(!rst_n)
        end_data <= 1'b0;
    else if(bit_cnt == 'd9 && byte_cnt == 'd3 && clk_cnt == 'd48)
        end_data <= 1'b1;
    else
        end_data <= 1'b0;
reg end_stop;
always @(posedge sclk or negedge rst_n)
    if(!rst_n)
        end_stop <= 1'b0;
    else if(stop_flag == 1'b1 && clk_cnt == 'd48)
        end_stop <= 1'b1;
    else
        end_stop <= 1'b0;
always @(posedge sclk or negedge rst_n)
    if(!rst_n)
        data_finish <= 1'b0;
    else if(bit_cnt == 'd9)
        data_finish <= 1'b1;
    else
        data_finish <= 1'b0;
reg [3:0] bit_cnt;
always @(posedge sclk or negedge rst_n)
    if(!rst_n)
        bit_cnt <= 4'd0;
    else if(clk_cnt == 8'd48 && bit_cnt == 4'd9)
        bit_cnt <= 4'd1;
    else if(clk_cnt == 8'd49 && write_flag == 1'b1)
        bit_cnt <= bit_cnt + 1'b1;
    else
        bit_cnt <= bit_cnt;
reg [2:0] byte_cnt;
always @(posedge sclk or negedge rst_n)
    if(!rst_n)
        byte_cnt <= 3'd0;
    else if(stop_flag == 1'b1)
        byte_cnt <= 3'd0;
    else if(bit_cnt == 4'd1 && clk_cnt == 8'd50)
        byte_cnt <= byte_cnt + 1'b1;
    else
        byte_cnt <= byte_cnt;
reg sio_data;
always @(posedge sclk or negedge rst_n)
    if(!rst_n)
        sio_data <= 1'b1;
    else if(start_flag == 1'b1 && clk_cnt == 8'd49)
        sio_data <= 1'b0;
    else if(stop_flag == 1'b1 && clk_cnt == 'd49)
        sio_data <= 1'b1;
    else if(bit_cnt == 4'd9)
        sio_data <= 1'bz;
    else if(device_flag == 1'b1)
        sio_data <= ID_OV7670[9-bit_cnt];
    else if(addr_flag == 1'b1)
        sio_data <= sccb_addr[9-bit_cnt];
    else if(data_flag == 1'b1)
        sio_data <= sccb_addr[9-bit_cnt];
    else
        sio_data <= sio_data;
assign sio_d = sio_data;
always @(posedge sclk or negedge rst_n)
    if(!rst_n)
        state <= IDLE;
    else
        state <= next_state;
always @(posedge sclk or negedge rst_n)
    if(!rst_n)
        next_state <= IDLE;
    else
    begin
        case(state)
            INIT:begin
                if(init_cnt >= 'd40_0000) next_state <= IDLE;
                else    next_state <= INIT;
            end
            IDLE:begin
                if(SCCB_EN == 1'b1) next_state <= START;
                else    next_state <= IDLE;
            end
            START:begin
                if(end_start == 1'b1) next_state <= DEVICE;
                else    next_state <= START;
            end
            DEVICE:begin
                if(end_device == 1'b1) next_state <= ADDR;
                else next_state <= DEVICE;
            end
            ADDR:begin
                if(end_addr == 1'b1) next_state <= DATA;
                else next_state <= ADDR;
            end
            DATA:begin
                if(end_data == 1'b1) next_state <= STOP;
                else next_state <= DATA;
            end
            STOP:begin
                if(end_stop == 1'b1)   next_state <= IDLE;
                else next_state <= STOP;
            end
            default:begin
                next_state <= IDLE;
            end
        endcase
    end
always @(posedge sclk or negedge rst_n)
    if(!rst_n)
        begin
            init_flag <= 1'b0;
            start_flag <= 1'b0;
            write_flag <= 1'b0;
            device_flag <= 1'b0;
            addr_flag <= 1'b0;
            data_flag <= 1'b0;
            stop_flag <= 1'b0;
        end
    else
    begin
        case (state)
            INIT:begin
                init_flag <= 1'b0;
                start_flag <= 1'b0;
                write_flag <= 1'b0;
                device_flag <= 1'b0;
                addr_flag <= 1'b0;
                data_flag <= 1'b0;
                stop_flag <= 1'b0;
            end
            IDLE:begin
                init_flag <= 1'b1;
                start_flag <= 1'b0;
                write_flag <= 1'b0;
                device_flag <= 1'b0;
                addr_flag <= 1'b0;
                data_flag <= 1'b0;
                stop_flag <= 1'b0;
            end 
            START:begin
                init_flag <= 1'b1;
                start_flag <= 1'b1;
                write_flag <= 1'b0;
                device_flag <= 1'b0;
                addr_flag <= 1'b0;
                data_flag <= 1'b0;
                stop_flag <= 1'b0;
            end
            DEVICE:begin
                init_flag <= 1'b1;
                start_flag <= 1'b0;
                write_flag <= 1'b1;
                device_flag <= 1'b1;
                addr_flag <= 1'b0;
                data_flag <= 1'b0;
                stop_flag <= 1'b0;
            end
            ADDR:begin
                init_flag <= 1'b1;
                start_flag <= 1'b0;
                write_flag <= 1'b1;
                device_flag <= 1'b0;
                addr_flag <= 1'b1;
                data_flag <= 1'b0;
                stop_flag <= 1'b0;
            end
            DATA:begin
                init_flag <= 1'b1;
                start_flag <= 1'b0;
                write_flag <= 1'b1;
                device_flag <= 1'b0;
                addr_flag <= 1'b0;
                data_flag <= 1'b1;
                stop_flag <= 1'b0;
            end
            STOP:begin
                init_flag <= 1'b1;
                start_flag <= 1'b0;
                write_flag <= 1'b0;
                device_flag <= 1'b0;
                addr_flag <= 1'b0;
                data_flag <= 1'b0;
                stop_flag <= 1'b1;
            end
            default:begin
                init_flag <= 1'b1;
                start_flag <= 1'b0;
                write_flag <= 1'b0;
                device_flag <= 1'b0;
                addr_flag <= 1'b0;
                data_flag <= 1'b0;
                stop_flag <= 1'b0;
            end
            default:begin
                init_flag <= 1'b0;
                start_flag <= 1'b0;
                write_flag <= 1'b0;
                device_flag <= 1'b0;
                addr_flag <= 1'b0;
                data_flag <= 1'b0;
                stop_flag <= 1'b0;
            end
        endcase
    end
endmodule
==> flow/run.sh <==
#!/bin/bash
# OpenROAD 26Q1-2900-gdf79404cd8, Yosys 0.63+post, stock flow scripts
make -C /OpenROAD-flow-scripts/flow DESIGN_CONFIG=/design/flow/config.mk WORK_HOME=/design/flow/orfs finish
==> flow/config.mk <==
export PLATFORM = sky130hd
export DESIGN_NAME = SCCB
export DESIGN_NICKNAME = SCCB
export VERILOG_FILES = /design/flow/design.v
export SDC_FILE = /design/flow/constraint.sdc
export NUM_CORES = 4
export LEC_CHECK = 1
export CORE_UTILIZATION = 40
==> flow/constraint.sdc <==
current_design SCCB

set clk_period 2.7
set clk_io_pct 0.2

create_clock -name clk0 -period $clk_period [get_ports {sclk}]

set non_clock_inputs [all_inputs -no_clocks]
set_input_delay [expr $clk_period * $clk_io_pct] -clock clk0 $non_clock_inputs
set_output_delay [expr $clk_period * $clk_io_pct] -clock clk0 [all_outputs]
==> deck_impl_summary.md <==
Flow Results at a Glance

Status
  – Status: aborted with a tool error
  – Exit stage: 4_1_cts
  – Run Error: [error] [KeplerFormal.cpp:679] Workflow failed: Iso has multiple drivers: .sio_d0, sio_d$_DFFE_PN1P_.Q0

Synth
  – Cells after synthesis: 255
  – Avg Cell Area, Syn: 11.0 um^2
  – Yosys chip area: 2810 um^2
  – Mapped cell area: 2810 um^2
  – Flip-flops with a built-in enable: 0
  – Cell area leaders: dfrtp_1, ha_1, xnor2_1, dfstp_2, xor2_1
  – Synthesized registers: 58
  – Ys cells: 255
  – Synthesis Warnings: 2
  – Asr flop ratio synth: 1.00
  – Area leader, netlist: dfrtp_1
  – Sequential area share after synthesis: 0.518
  – Dominant register cell: dfrtp_1
  – Yosys cell types: 44
  – Synth top area share: 0.472

CTS
  – Root buffer cell: clkbuf_8
  – H-tree levels: 3
  – Sink Count: 58
  – Post-CTS Setup Inserts: 0
  – Total CTS buffers: 9
  – Resized Gates After CTS: 0
  – Buffer depth of the longest clock path: 2
  – Post-CTS Hold Fix Bufs: 0

Floorplan
  – IO Count: 24
  – Core Rows: 30
  – Initial Utilization: 0.414
  – Die X: 85.9 um
  – Die Y: 85.9 um

Placement
  – Final GP Congestion: 0.764
  – I/O Buffers: 14
  – Dpl hpwl: 3330 um
  – Placed inst area: 3070 um^2
-- cells by family after synthesis --
family	synth area share
DFF	0.518
muxes	0.0187
and+or+nand+nor	0.225
adders and majority gates	0.0623
xor gates and xnor gates	0.0903
AOI/OAI and AO/OA	0.0560
buffers and inverters	0.0294
-- cells in the mapped netlist (all sizes together), types with 3 or more instances --
cell type,n
or3,4
nor3,6
nand4b,3
inv,18
and3,4
nor2b,5
dfstp,5
ha,14
xnor2,19
dfrtp,53
o311ai,3
nand4,6
nand2,19
a21oi,6
nand3,11
nand2b,4
clkbuf,4
nor4,8
xor2,10
o21ai,5
a211oi,3
mux2i,3
nor2,21
-- through the flow --
stage	worst slack, ps	std cells	hold slack (ps)
after global placement	874	363	335
after detailed placement	845	363	335
after floorplan	936	255	244
