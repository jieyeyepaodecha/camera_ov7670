==> ./design.v <==
module DVP (
input	wire	sclk,
input	wire	rst_n,
input   wire    VSYNC,
input   wire    HREF,
input   wire    PCLK, 
input	wire	[7:0]   DVP_data,
output	reg		RGB_ready, 
output	reg		[15:0]  FIFO_in_data
);
reg VSYNC_buffer;
wire VSYNC_pos;
always @(posedge sclk or negedge rst_n)
    if(!rst_n)
        VSYNC_buffer <= 1'b0;
    else
        VSYNC_buffer <= VSYNC;
assign VSYNC_pos = VSYNC & !VSYNC_buffer;
reg HREF_buffer;
wire HREF_pos, HREF_neg;
always @(posedge sclk or negedge rst_n)
    if(!rst_n)
        HREF_buffer <= 1'b0;
    else
        HREF_buffer <= HREF;
assign HREF_pos = HREF & !HREF_buffer;
assign HREF_neg = !HREF & HREF_buffer;
reg [8:0]   row_cnt;
always @(posedge sclk or negedge rst_n)
    if(!rst_n)
        row_cnt <= 'd0;
    else if(VSYNC_pos == 1'b1)
        row_cnt <= 'd0;
    else if(HREF_neg == 1'b1)
        row_cnt <= row_cnt + 1'b1;
    else
        row_cnt <= row_cnt;
reg [1:0] data_state;
reg [15:0] RGB_buf;
always @(posedge PCLK or negedge rst_n)
    if(!rst_n)
        data_state <= 'd3;
    else if(data_state == 'd1)
        data_state <= 'd0;
    else if(HREF_pos == 1'b1)
        data_state <= 'd0;
    else if(HREF == 1'b0)
        data_state <= 'd3;
    else if(HREF == 1'b1)
        data_state <= data_state + 1'b1;
    else
        data_state <= data_state;
always @(posedge PCLK or negedge rst_n)
    if(!rst_n)
        RGB_buf <= 'd0;
    else if(HREF == 1'b1)
        RGB_buf <= {RGB_buf[7:0],DVP_data};
    else if(HREF == 1'b0)
        RGB_buf <= 'd0;
    else
        RGB_buf <= RGB_buf;
always @(posedge PCLK or negedge rst_n)
    if(!rst_n)
        FIFO_in_data <= 'd0;
    else if(data_state == 'd1)
        FIFO_in_data <= RGB_buf;
    else
        FIFO_in_data <= FIFO_in_data;
always @(posedge PCLK or negedge rst_n)
    if(!rst_n)
        RGB_ready <= 1'b0;
    else if(data_state == 'd1)
        RGB_ready <= 1'b1;
    else
        RGB_ready <= 1'b0;
endmodule
==> ./run.sh <==
#!/bin/bash
# OpenROAD 26Q1-2900-gdf79404cd8, Yosys 0.63+post, stock flow scripts
make -C /OpenROAD-flow-scripts/flow DESIGN_CONFIG=/design/flow/config.mk WORK_HOME=/design/flow/orfs finish
==> ./config.mk <==
export PLATFORM = sky130hd
export DESIGN_NAME = DVP
export DESIGN_NICKNAME = DVP
export VERILOG_FILES = /design/flow/design.v
export SDC_FILE = /design/flow/constraint.sdc
export NUM_CORES = 4
export LEC_CHECK = 1
export CORE_UTILIZATION = 30
==> ./constraint.sdc <==
current_design DVP

set clk_period 3.8
set clk_io_pct 0.2

create_clock -name clk0 -period $clk_period [get_ports {PCLK}]
create_clock -name clk1 -period $clk_period [get_ports {sclk}]

set non_clock_inputs [all_inputs -no_clocks]
set_input_delay [expr $clk_period * $clk_io_pct] -clock clk0 $non_clock_inputs
set_output_delay [expr $clk_period * $clk_io_pct] -clock clk0 [all_outputs]
==> results.rst <==
Synthesis and place-and-route
=============================

.. list-table::
   :header-rows: 1

   * - Metric
     - Value
   * - Share of the yosys chip area belonging to registers
     - 0.7017
   * - Number of placement rows
     - 23
   * - Most common reg cell
     - sky130_fd_sc_hd__dfrtp_1
   * - Critical Path Slowest Stage Cell
     - sky130_fd_sc_hd__clkdlybuf4s50_1
   * - I/O pins
     - 30
   * - GR Overflow Total
     - 0
   * - Clock transition at the registers of the reported paths
     - roughly 0.060 ns
   * - Detail Route Antenna Nets
     - 0
   * - Async set-or-reset flop fraction in the synthesized netlist
     - 1.000
   * - Overall global routing resource usage
     - 0.09273
   * - EDFF count, synth
     - 0
   * - Post-synth area from yosys stat
     - ~0.0013 mm2
   * - CP startpoint kind
     - flop
   * - Initial standard-cell utilization of the core
     - 0.3173
   * - Synthesis-to-finish area growth
     - 31.10%
   * - Number of setup buffers added after CTS
     - 0
   * - Worst endpoint data arrival time
     - around 1.1 ns
   * - Number of CTS-inserted buffers
     - 5
   * - Hold bufs inserted after CTS
     - 0
   * - Post-detailed-route via-to-cell ratio
     - around 4.1
   * - Worst Setup Path Type
     - flop to output pin
   * - Post-CTS Resized
     - 0
   * - Detailed-route via count
     - about 660
   * - Bufs on Longest Clock Path
     - 2
   * - Count of yosys warnings during synthesis
     - 1
   * - Most frequent cell after synthesis
     - sky130_fd_sc_hd__dfrtp_1
   * - Die outline width
     - around 68 um
   * - Final clock skew
     - roughly 0.0009 ns
   * - Logic area
     - between 300 and 400 um2
   * - Worst max-slew margin expressed relative to the limit
     - 0.4944
   * - Endpoints failing hold
     - 0
   * - Distinct cells, synth
     - 12
   * - Setup repair after global routing missed its margin
     - no
   * - Endpoint required time on the critical path
     - between 3 and 4 ns
   * - Maximum level of the CTS H-tree
     - 2
   * - Slack of the worst reg-to-reg path
     - ~2.4 ns
   * - Number of diodes added for antenna fixing
     - 0
   * - Critical Path Sink Type
     - output pin
   * - Path class of the lowest-slack min-delay path
     - flop to flop
   * - Max-cap violations
     - 0
   * - Final setup violation count
     - 0
   * - # port buffers
     - 27
   * - Tally of OpenROAD warnings
     - 28
   * - Placed wire-length estimate after detailed placement
     - roughly 1.2 mm
   * - RD Place Congestion
     - roughly 0.66
   * - Layout cell share with drive strength beyond 1
     - 0.2455
   * - Share of the synthesized area in the top cell type
     - 0.6608
   * - P per Cell Area
     - ~640 mW/mm2
   * - Clock tree from TritonCTS
     - done
   * - Drt first pass iters
     - 3
   * - Wire length reported by the detailed router
     - around 1.8 mm
   * - Antenna violations before repair
     - 0
   * - Post-detailed-placement cell area
     - approximately 0.0016 mm2
   * - Number of standard cells in the layout, taps in and fillers out
     - approximately 160
   * - Chip Height
     - between 60 and 70 um
   * - Area of the chip
     - 0.004558 mm2
   * - Mean routed wirelength per cell
     - roughly 11 um
   * - Setup TNS
     - 0 ns
   * - Crit path cell chain
     - clkdlybuf4s50_1
   * - Hold slack
     - 0.2104 ns
   * - Final routed DRC violation total
     - 0
   * - Final core utilization
     - 0.4160
   * - Largest fanout of any net on the critical path
     - 2
   * - Maximum number of pins on one net before global-route repair
     - 37
   * - Count of pins over their slew limit
     - 0
   * - Synth area leaders
     - sky130_fd_sc_hd__dfrtp_1 (66%), sky130_fd_sc_hd__mux2_4 (9.3%), sky130_fd_sc_hd__and2_1 (7.8%)
   * - Cell type with the highest aggregate area in the netlist
     - sky130_fd_sc_hd__dfrtp_1
   * - Stage delay of the slowest cell on the critical path
     - approximately 0.46 ns
   * - Global-route wire length before repair
     - around 3.1 mm
   * - Number of global-route vias before repair
     - 649
   * - Reported leakage power
     - between 0.7 and 0.8 nW
   * - Dpl cells
     - between 150 and 200
   * - Delay-heaviest family, CP
     - buffers and inverters
   * - Post-synthesis instance area
     - around 0.0013 mm2
   * - Flip-flop and latch count after synthesis
     - 36
   * - Violation count after the first detailed-routing iteration
     - 39
   * - Synthesized area per cell
     - approximately 17 um2
   * - Buffer-and-inverter tally for the worst setup path
     - 1
   * - Clk root buf
     - sky130_fd_sc_hd__clkbuf_8
   * - Floorplan core area
     - a little over 0.004 mm2
   * - Result of the run
     - complete, no violations
   * - Actual transition at the worst max-transition pin
     - roughly 0.76 ns
   * - Gate Count Post-Synth
     - just under 80
   * - Sequential cell area
     - 903.4 um2
   * - Number of standard cells reported by yosys
     - 77
   * - Most instantiated cells after synthesis
     - sky130_fd_sc_hd__dfrtp_1 (34), sky130_fd_sc_hd__and2_1 (16), sky130_fd_sc_hd__mux2_2 (8), sky130_fd_sc_hd__mux2_4 (8)
   * - Max IR drop VDD
     - ~0.13 mV
   * - Fill count
     - ~350
   * - Final std cell area, no fill
     - between 0.0015 and 0.002 mm2
==> power breakdown <==
part	switching, mW	internal, mW
Clock	0.118	0.165
Sequential	0.0402	0.475
Combinational	0.0691	0.220
Total	0.228	0.861
==> per-stage QoR <==
stage / total power, mW / worst slack (ns)
floorplan: 0.6566 / 2.408
global placement: 0.8106 / 1.921
detailed placement: 0.8190 / 1.893
CTS: 1.107 / 1.923
global route: 1.162 / 1.878
finish: 1.088 / 1.934
==> logic make-up (layout without fill, tap and decap cells) <==
kind of cell | count (synthesis) | count (layout) | share of synthesized area
multiplexers | 16 | 16 | 0.1633
adder cells (fa/ha/maj) | 1 | 1 | 0.009717
AND/OR/NAND/NOR | 18 | 18 | 0.08747
AND-OR/OR-AND | 2 | 2 | 0.007775
buffers and inverters | 4 | 37 | 0.03012
flip-flops | 36 | 36 | 0.7017
==> cell type report <==
| class | instances | share of cell area |
|---|---|---|
| flip-flops and latches | 36 | 0.5352 |
| multi-input cells | 37 | 0.2046 |
| repair buffers | 28 | 0.1616 |
| clock buffers | 8 | 0.05930 |
| well taps | 50 | 0.03706 |
| inverters | 1 | 0.002224 |
==> final timing paths <==
check / startpoint / to / cells after the start
worst max-delay path: FIFO_in_data[14]$_DFFE_PN0P_ / FIFO_in_data[14] / 1
worst min-delay path: HREF_buffer$_DFF_PN0_ / data_state[1]$_DFF_PN1_ / 2
worst max register to register: data_state[0]$_DFF_PN1_ / FIFO_in_data[3]$_DFFE_PN0P_ / 3
worst min register to register: HREF_buffer$_DFF_PN0_ / data_state[1]$_DFF_PN1_ / 2
max in group clk1: HREF / HREF_buffer$_DFF_PN0_ / 1
max in group asynchronous: rst_n / HREF_buffer$_DFF_PN0_ / 1
min in group asynchronous: rst_n / FIFO_in_data[12]$_DFFE_PN0P_ / 1
min in group clk1: HREF / HREF_buffer$_DFF_PN0_ / 1
==> registers in the layout, indices dropped and copies added (netlist names) <==
register      flops
FIFO_in_data     16
HREF_buffer       1
RGB_buf          16
RGB_ready         1
data_state        2
==> metal layers <==
layer | global-route usage | wire length [um] | vias to the layer above
met2 | 0.1324 | 824 | 20
met3 | 0.03253 | 95 | 5
met5 | 0 | 0 | -
met4 | 0.02394 | 63 | 0
met1 | 0.1379 | 824 | 324
li1 | - | - | 312
==> cells in the final DEF, fill, tap and decap left out <==
master | synthesis | final
sky130_fd_sc_hd__mux2_4 | 8 | 8
sky130_fd_sc_hd__and2_1 | 16 | 16
sky130_fd_sc_hd__clkdlybuf4s50_1 | 0 | 26
sky130_fd_sc_hd__clkbuf_1 | 1 | 1
sky130_fd_sc_hd__nand2b_1 | 2 | 2
sky130_fd_sc_hd__clkbuf_8 | 0 | 7
sky130_fd_sc_hd__mux2_2 | 8 | 8
sky130_fd_sc_hd__buf_2 | 0 | 1
sky130_fd_sc_hd__dfstp_2 | 2 | 2
sky130_fd_sc_hd__a21oi_1 | 2 | 2
sky130_fd_sc_hd__ha_1 | 1 | 1
sky130_fd_sc_hd__inv_1 | 1 | 1
sky130_fd_sc_hd__buf_4 | 0 | 1
sky130_fd_sc_hd__dfrtp_1 | 34 | 34
Power figures rest on the tool's default switching activity, not on a simulated workload.
